--- /design/flow/run.sh ---
#!/bin/bash
# OpenROAD 26Q1-2900-gdf79404cd8, Yosys 0.63+post, stock flow scripts
make -C /OpenROAD-flow-scripts/flow DESIGN_CONFIG=/design/flow/config.mk WORK_HOME=/design/flow/orfs finish
--- /design/flow/config.mk ---
export PLATFORM = sky130hd
export DESIGN_NAME = ALU
export DESIGN_NICKNAME = ALU
export VERILOG_FILES = /design/flow/design.v
export SDC_FILE = /design/flow/constraint.sdc
export NUM_CORES = 4
export LEC_CHECK = 1
export CORE_UTILIZATION = 30
--- /design/flow/constraint.sdc ---
current_design ALU

set clk_period 24.9
set clk_io_pct 0.2

create_clock -name clk0 -period $clk_period

set non_clock_inputs [all_inputs -no_clocks]
set_input_delay [expr $clk_period * $clk_io_pct] -clock clk0 $non_clock_inputs
set_output_delay [expr $clk_period * $clk_io_pct] -clock clk0 [all_outputs]
--- /design/flow/design.v ---
module ALU (
	input [31:0] a,  
	input [31:0] b,  
	input [2:0] alu_control,  
	output reg [31:0] result,  
	output is_zero);
	always @ (*) begin
		case(alu_control) 
			3'b000: result = a + b;  
			3'b001: result = a - b;  
			3'b010: result = a ^ b;  
			3'b011: result = a << b;  
			3'b100: result = a >> b;  
			3'b101: result = a & b;  
			3'b110: result = a | b;  
			3'b111: begin if (a < b) result = 32'd1;
					else result = 32'd0;
					end
			default: result = a + b;  
		endcase
	end
	assign is_zero = (result == 32'd0) ? 1'b1 : 1'b0;
endmodule
==> results.toml <==
# synthesis and place-and-route metrics
[worst_setup_path]
path_cells = "clkdlybuf4s50_1 -> clkinv_1 -> ha_1 -> inv_1 -> o2111ai_1 -> a31o_2 -> o311ai_1 -> a211oi_1 -> o22ai_1 -> a211o_1 -> or4_1 -> nor4_1 -> nand4b_1 -> nor3_2 -> clkdlybuf4s50_1"
arrival_ns = 10.70
worstSetupEndpointType = "output pin"
cp_common_cell = "clkdlybuf4s50_1"
start_kind = "input port"
critPathLaunch = "b[4]"
max_stage_delay_ns = 0.76
cp_slowest_cell = "clkdlybuf4s50_1"
critPathMaxFanout = 12
critPathKind = "in -> out"
critPathRequiredTime_ns = 19.92
critPathCapture = "is_zero"

[sta]
fin_crit_ns = 15.68
slew_violations = 0
slew_headroom = 0.3977
finalSetupViolations = 0
finalCritPeriodShare = 0.6299
setup_tns_ns = 0
fin_ws_ns = 9.216
hold_viol_final = 0
rsz0062_at_grt = "no"
worstMarginPinSlew_ns = 0.8913
fmax_mhz = 63.76

[placement]
gp_congestion = 1.061
post-dp-hpwl_um = 40830
dp_slack_ns = 9.270
numPortBuffers = 100

[power]
ir_drop_mv = 0.01286
p_per_area_nw_per_um2 = 23.77
power_leakage_nw = 4.417

[floorplanning]
coreArea_um2 = 32540
die_y_um = 183.9
io_pins = 100
fp_util = 0.3050
chipArea_um2 = 33800
fp.dieW_um = 183.9
rows = 66

[logic_synthesis]
simple_gate_area_frac = 0.2216
compound_area_frac = 0.3576
syn_area_per_cell_um2 = 6.938
logic_family = "AND-OR/OR-AND gates"
syn_area_um2 = 9922
synthCells = 1430
synth.mux.area_fraction = 0.1837
yosys_area_um2 = 9922
synth_seq_share = 0
synth-xor-area-share = 0.01765
synth_warnings = 1
ys_types = 89
yosys.area_share.adder = 0.1251
ys_cells = 1430

[layout]
n_clock_buffer = 0
numSequentialCells = 0
regArea_um2 = 0
nFillCells = 3577
combGateArea_um2 = 8989
drive_gt1_frac = 0.09904
syn_to_final_growth_pct = 12.80

[global_routing]
grt_overflow = 0
grt_max_degree = 58
gr-usage-all-layers = 0.3077
grt_pass1_wl_um = 75870
grt_pass1_vias = 11410
antenna_found_initial = 0

[status]
status = "finished clean"

[drt]
drt_first_pass_iters = 7
wl_um = 51830
routed_via_density = 6.486
drc_errors = 0
drtAntennaViolNets = 0
detail_route.wl_per_cell_um = 27.33
num_vias = 12300
drt_iter0_drc = 1529
diodes = 0

[clock_tree]
cts_hold_buf = 0
cts_setup_buffers = 0
ctsResizeCount = 0

[min_path]
holdCritPathClass = "in -> out"

[run]
cap_violations = 0
tool_warnings = 96
-- power by group --
part / internal, mW / switching, mW
Combinational: 0.102 / 0.164
Clock: 0 / 0
Sequential: 0 / 0
-- synth_stat cells (7+ instances only) --
master | number | area [µm²]
a211o_1 | 10 | 87.58
a211oi_1 | 40 | 300.3
a21o_1 | 14 | 105.1
a21oi_1 | 120 | 600.6
a221oi_1 | 7 | 61.31
a22o_1 | 7 | 61.31
a22oi_1 | 21 | 157.7
a31oi_1 | 18 | 112.6
and2_1 | 13 | 81.33
and3_1 | 11 | 68.82
and4_1 | 7 | 61.31
buf_1 | 11 | 41.29
buf_2 | 25 | 125.1
clkbuf_1 | 67 | 251.5
ha_1 | 96 | 1201
inv_1 | 97 | 364.1
mux2_2 | 34 | 382.9
mux2i_1 | 64 | 640.6
mux4_2 | 32 | 720.7
nand2_1 | 122 | 457.9
nand2b_1 | 18 | 112.6
nand3_1 | 30 | 150.1
nand4_1 | 11 | 68.82
nor2_1 | 107 | 401.6
nor2b_1 | 21 | 131.4
nor3_1 | 34 | 170.2
nor4_1 | 17 | 106.4
o2111ai_1 | 10 | 87.58
o211ai_1 | 27 | 202.7
o21a_1 | 12 | 90.09
o21ai_0 | 92 | 460.4
o221ai_1 | 12 | 105.1
o22ai_1 | 24 | 150.1
o2bb2ai_1 | 8 | 70.07
o31ai_1 | 10 | 75.07
or2_2 | 9 | 56.30
or3_1 | 15 | 93.84
or4_1 | 10 | 75.07
xnor2_1 | 18 | 157.7
-- per-layer routing --
layer / global-route usage / wire, µm
met1: 0.4379 / 22640
met2: 0.4617 / 22220
met3: 0.05957 / 4586
met4: 0.1127 / 2379
met5: 0 / 0
-- logic make-up after synthesis --
logic type,count (synthesis)
AOI/OAI and AO/OA,517
xor gates and xnor gates,20
muxes,135
and+or+nand+nor,443
buffers and inverters,217
adders and majority gates,98
-- worst max-delay path: cells and delay by family --
| family | cells | cell delay (ns) |
|---|---|---|
| buffers and inverters | 4 | 1.90 |
| AOI/OAI and AO/OA | 6 | 1.65 |
| and+or+nand+nor | 4 | 1.52 |
| adders and majority gates | 1 | 0.65 |
-- layout by cell type, fill, tap and decap left out, drive strengths merged, types with 21 or more instances in the layout --
cell type and n:
nand2 122, a21oi 120, nor2 107, inv 101, ha 96, o21ai 96, clkdlybuf4s50 95, mux2i 67
buf 43, a211oi 41, nor3 35, mux2 35, mux4 33, nand3 30, o211ai 27, o22ai 24
a22oi 21, nor2b 21
-- through the flow --
| step | hold WS [ns] | area, µm² | power [mW] | util | std cells |
|---|---|---|---|---|---|
| floorplan | 10.13 | 9922 | 0.1598 | - | 1430 |
| global placement | 11.04 | 11190 | 0.2585 | 0.3440 | 1896 |
| detailed placement | 11.06 | 11190 | 0.2578 | 0.3440 | 1896 |
| CTS | 11.06 | 11190 | 0.2589 | 0.3440 | 1896 |
| global route | 11.14 | 11190 | 0.2827 | 0.3440 | 1896 |
| finish | 11.10 | 11190 | 0.2661 | 0.3440 | 1896 |
-- worst min path at each step --
stage,startpoint,endpoint,cells after the start
global route,alu_control[2],result[11],3
CTS,alu_control[2],result[11],3
finish,alu_control[2],result[11],3
-- cell type report --
class,instances,area share
Multi-Input combinational cell,1213,0.8031
Timing Repair Buffer,138,0.1129
Tap cell,442,0.04941
Inverter,103,0.03454
Power is estimated from default activity; no workload was simulated.
