$ cat flow/design.v
module RegisterFiles (
	input clk,
	input reg_write_en,
	input [4:0] reg_write_dest,
	input [31:0] reg_write_data,
	input [4:0] reg_read_addr_1,
	output [31:0] reg_read_data_1,
	input [4:0] reg_read_addr_2,
	output [31:0] reg_read_data_2);
	reg [31:0] reg_array [31:0];
	integer i;
	initial begin
		for (i = 0; i < 32; i = i + 1)
			reg_array[i] = 32'd0;
	end
	always @ (posedge clk) begin
		if (reg_write_en) begin
			reg_array[reg_write_dest] <= reg_write_data;
		end
	end
	assign reg_read_data_1 = reg_array[reg_read_addr_1];
	assign reg_read_data_2 = reg_array[reg_read_addr_2];
endmodule
$ cat flow/run.sh
#!/bin/bash
# OpenROAD 26Q1-2900-gdf79404cd8, Yosys 0.63+post, stock flow scripts
make -C /OpenROAD-flow-scripts/flow DESIGN_CONFIG=/design/flow/config.mk WORK_HOME=/design/flow/orfs finish
$ cat flow/config.mk
export PLATFORM = sky130hd
export DESIGN_NAME = RegisterFiles
export DESIGN_NICKNAME = RegisterFiles
export VERILOG_FILES = /design/flow/design.v
export SDC_FILE = /design/flow/constraint.sdc
export NUM_CORES = 4
export LEC_CHECK = 1
export CORE_UTILIZATION = 50
$ cat flow/constraint.sdc
current_design RegisterFiles

set clk_period 5.1
set clk_io_pct 0.2

create_clock -name clk0 -period $clk_period [get_ports {clk}]

set non_clock_inputs [all_inputs -no_clocks]
set_input_delay [expr $clk_period * $clk_io_pct] -clock clk0 $non_clock_inputs
set_output_delay [expr $clk_period * $clk_io_pct] -clock clk0 [all_outputs]
==> summary.txt <==
run metrics: status finished, final reports clean, FMAX 0.209 GHz, count of tool warnings 26, Syn Inst Count 3386, largest net degree at the start of global routing 68, Avg WL per Cell 31.0 um, Hold Slack 1.15 ns, clk sinks 1024, sequential power share 49.8%, starting DRC count in detailed routing 2439, HPWL after DPL 90.3 mm, Worst Path Arrival 3.78 ns, Die Size 98800 um2, Pre-antenna DRT Iters 6, layout cells sized above 1 11.1%, Yosys chip area 48800 um2, mux frac, synth 21.0%, Distinct cells, synth 23, Hold EP reg_array[2][26], GP Congestion 0.945, ao+oa area frac 8.04%, Leak 20.8 nW, number of global-route vias before repair 32700, register area 30700 um2, Vias 31400, Hold Path Origin reg_write_data[26], floorplan core density 50.5%, final WL 153 mm, Clock power frac 40.6%, CTS buffer count 109, Filler cells 7228, CP Launch Type primary input, CTS resizes 0, worst-path maximum fanout 15, fa+ha+maj area frac 0%, Final Util 58.0%, number of I/O pins 113, area grow syn2layout 15.0%, first-pass GRT wire length 219 mm, Yosys Warn Count 1, GRT Residual Overflow 0, Hold-fix buffers, CTS 0, XORs/XNORs by Area 0%, PnR Total Power 18.9 mW, via/cell ratio 6.37, CTS Buffer Depth 3, Synth area leaders edfxtp_1 (63%), mux2i_1 (21%), a22oi_1 (3.0%), max reg flops 1024, CTS root buffer clkbuf_16, Post-Syn Area 48800 um2, Max-Cap Viols 0, clock-pin slew on the worst setup and hold paths 0.06 ns, AND/OR/NAND/NOR Cells, Area Fraction 4.71%, DRC 0, htree depth 3, Internal 14.6 mW, largest area contributor in the netlist edfxtp_1, Slew @ Worst Pin 0.922 ns, Die X 314 um, number of cells in Yosys stat 3386, initial antenna violation count 5, CP required 4.08 ns, setup bufs post-CTS 0, RSZ-0062 raised after global routing false, CP Capture Type primary output, Mean Syn Cell Area 14.4 um2, CTS tree built, Registers, synthesis 1024, sequential share of the synthesized area 63.0%, Min Clock Period, post-route 4.80 ns, Top cell area share 63.0%, Peak VDD IR 282 uV, fin crit share 94.0%, chip height 314 um, # setup viols final 0, max-slew violations 0, Top logic family multiplexers, Hold Fails Final Rpt 0, # rows 114, Biggest register reg_array, Sw Ratio 23.0%, NetSw 4.34 mW, # port buffers 112, power share of the combinational group 9.6%, setup_tns 0 ns, Setup CP Type primary input to primary output, ANT nets after route 0, largest registers reg_array: 1024 flops, Worst Hold Depth 2, worst min path class primary input to flip-flop, Pwr Density 337 nW/um2, Comb area 16800 um2, GR Util All Layers 34.0%, Slew HR 38.6%, core region area 96700 um2
## how the worst max path moves through the flow
| stage | from | endpoint | slack [ns] | cells after the start |
|---|---|---|---|---|
| CTS | reg_read_addr_2[2] | reg_read_data_2[18] | 0.29 | 9 |
| global route | reg_read_addr_1[0] | reg_read_data_1[15] | 0.21 | 9 |
| finish | reg_read_addr_1[0] | reg_read_data_1[15] | 0.30 | 9 |
## worst max-delay path, cell delays in order
cell and delay, ns:
clkdlybuf4s50_1 0.65, and2_4 0.39, buf_12 0.25, buf_4 0.22, a22o_1 0.15, nor3_1 0.04
a31oi_1 0.25, nand3_1 0.26, clkdlybuf4s50_1 0.50
## final cells by class
class,instances,share of cell area (%)
flip-flops and latches,1024,54.8
multi-input cells,2109,29.9
repair buffers,318,6.25
clock buffers,140,5.22
well taps,1276,2.85
clock inverters,58,0.932
diodes,3,0.0134
## cells by family (layout without fill, tap and decap cells)
group                  after synthesis  in the layout
buffers and inverters              253            516
other                                0              3
AOI/OAI and AO/OA                  576            576
muxes                             1024           1024
DFF                               1024           1024
and+or+nand+nor                    509            509
## metal layers
metal	routed length [um]	global-route usage, %	vias up
li1	-	-	13800
met3	24200	22.3	358
met1	53500	45.0	15300
met2	69100	48.1	1974
met4	5950	10.4	8
met5	83	0.822	-
## cell usage after synthesis, drive strengths merged
cell       n
nor2b      4
a21oi    192
clkbuf    90
or2        2
or3        1
nand3    194
or3b       3
mux2i   1024
and2       2
nand2    195
nand3b     5
nand2b     4
a31oi     64
a22o     128
nor3      64
nor2      35
a22oi    192
buf      163
edfxtp  1024
## metrics by stage
stage / setup WS [ns] / instances / area, um2
floorplan: 1.65 / 3386 / 48800
global placement: 0.273 / 4727 / 52600
detailed placement: 0.299 / 4727 / 52600
CTS: 0.290 / 4925 / 56100
global route: 0.206 / 4925 / 56100
finish: 0.304 / 4928 / 56100
## cell usage in the layout (no fill, tap or decap), types with 3 or more instances in the layout
master and instances:
mux2i_1 1024, clkinv_1 25, clkbuf_16 113, bufinv_16 9, a31oi_1 64, clkdlybuf4s50_1 110
diode_2 3, clkbuf_1 27, a21oi_1 192, or3b_2 3, nand2b_2 4, nand3b_1 5
nor3_1 64, clkinv_2 18, nor2_4 34, nand3_1 194, a22o_1 128, edfxtp_1 1024
a22oi_1 192, buf_4 140, buf_12 66, nor2b_4 4, nand2_1 193
## power groups by stage
stage	clock [mW]	combinational (mW)	sequential, mW
after CTS	7.76	1.81	9.41
after global routing	8.09	1.93	9.41
final	7.68	1.82	9.41
Power figures rest on the tool's default switching activity, not on a simulated workload.
